**flow/config.mk**
```make
export PLATFORM = sky130hd
export DESIGN_NAME = TopMaquinaEstado
export DESIGN_NICKNAME = TopMaquinaEstado
export VERILOG_FILES = /design/flow/design.v
export SDC_FILE = /design/flow/constraint.sdc
export NUM_CORES = 4
export LEC_CHECK = 1
export CORE_UTILIZATION = 30
```
**flow/constraint.sdc**
```tcl
current_design TopMaquinaEstado

set clk_period 5.2
set clk_io_pct 0.2

create_clock -name clk0 -period $clk_period [get_ports {clk}]

set non_clock_inputs [all_inputs -no_clocks]
set_input_delay [expr $clk_period * $clk_io_pct] -clock clk0 $non_clock_inputs
set_output_delay [expr $clk_period * $clk_io_pct] -clock clk0 [all_outputs]
```
**flow/design.v**
```verilog
module ClockDivider(
input clk,rst_a,
output reg clk_div
);
localparam constantNumber = 50;
reg [31:0] count;
always @(posedge clk or negedge rst_a)
	begin
		if(!rst_a)
			count <= 32'b0;
		else if(count == constantNumber-1)
			count <= 32'b0;
		else
			count <= count +1;
	end
always @(posedge clk or negedge rst_a)
	begin
		if(!rst_a)
			clk_div <= 1'b0;
		else if(count == constantNumber-1)
			clk_div <= ~clk_div;
		else
			clk_div <= clk_div;
	end
endmodule
module Decoder7seg(input [3:0] num, output reg [6:0] segments);
always @(num)
begin
	case(num)
		0:
		segments = 7'b1000000;
		1:
		segments = 7'h79;
		2:
		segments = 7'h24;
		3:
		segments = 7'h30;
		4:
		segments = 7'h19;
		5:
		segments = 7'h12;
		6:
		segments = 7'h02;
		7:
		segments = 7'h78;
		8:
		segments = 7'h00;
		9:
		segments = 7'h18;
		default:
		segments = 7'b0111111;
	endcase
end
endmodule
module MaquinaEstadoSimple(
    input  clk, rst_a,
    output reg [3:0] led
);
reg [2:0] current_state, next_state;
parameter   S0 = 0,
            S1 = 1,
            S2 = 2,
            S3 = 3,
            S4 = 4,
            S5 = 5;
always @(posedge clk or negedge rst_a) 
begin
    if (!rst_a) 
    begin
        current_state <= S0;    
    end    
    else
    begin
        current_state <= next_state;
    end
end
always @(current_state) 
begin
    case (current_state)
        S0:
        begin
            next_state = S1;
            led = 4'b1111;
        end
        S1:
        begin
            next_state = S2;
            led = 4'b1010; 
        end 
        S2:
        begin
            next_state = S3;
            led = 4'b0101;
        end 
        S3:
        begin
            next_state = S4;
            led = 4'b0000;
        end 
        S4:
        begin
            next_state = S5;
            led = 4'b1110;
        end 
        S5:
        begin
            next_state = S0;
            led = 4'b0111;
        end 
        default: 
        begin
            next_state = S0;         
        end
    endcase    
end
endmodule
module TopMaquinaEstado(
input clk, rst_a,
output [6:0] disp_0,disp_1,disp_2,disp_3
);
wire clk_div_out; 
wire [3:0] led_out;
ClockDivider clk_divider(
	.clk(clk),
	.rst_a(rst_a),
	.clk_div(clk_div_out)
);
MaquinaEstadoSimple u1(
	.clk(clk_div_out),
	.rst_a(rst_a),
	.led(led_out)
);
Decoder7seg d0(led_out[0], disp_0);
Decoder7seg d1(led_out[1], disp_1);
Decoder7seg d2(led_out[2], disp_2);
Decoder7seg d3(led_out[3], disp_3);
endmodule
```
**flow/run.sh**
```bash
#!/bin/bash
# OpenROAD 26Q1-2900-gdf79404cd8, Yosys 0.63+post, stock flow scripts
make -C /OpenROAD-flow-scripts/flow DESIGN_CONFIG=/design/flow/config.mk WORK_HOME=/design/flow/orfs finish
```
==> run notes <==
Status on the layout run. Ratio of routed vias to standard cells landed at ~4.5. Counting pins that exceed their max-slew limit in the final report gives 0. Final RePlAce weighted congestion landed at 0.790. For the final routed database, the setup TNS stands at 0 ps. The first global-routing pass estimated roughly 4800 microns of wire. By startpoint and endpoint, the worst setup path is classified as flop to flop. From bottom edge to top edge, the die measures around 83 microns. Total vias in the final route landed at between 1,000 and 1,500. Static leakage landed at around 1.0 nW. Of the combinational cells, the family taking the most area is simple AND/OR/NAND/NOR gates. Fraction of final layout cells sized beyond drive strength 1 landed at 0.0952.

The final timing summary puts the cycle share of the worst path at 0.393. The flow ran to the end, and the final reports show no timing, DRC or antenna violations. Per the repair_timing log after CTS, setup buffers inserted total 0.

The run reported a max-capacitance violation count of 0. Once detailed placement completed, the half-perimeter wirelength came to roughly 2100 microns. Buffers placed on the I/O ports in this run total 17. Clock tree buffer depth landed at 2. Of the post-synthesis cell area, the part taken by muxes is 0. Final setup skew landed at slightly below 3 ps. The initial antenna violation count is 0.

Number of buffers created by CTS landed at 5. The worst-case IR drop observed on VDD is roughly 0.15 mV. Relative contribution of the clock network to total power landed at 0.441. Slew at the pin with the worst max-slew slack landed at 884 ps. Timing would allow up to slightly below 500 MHz.

OpenROAD warning count landed at 26. The library cell used most frequently in the layout, excluding fill and tap cells, is dfrtp_1. Proportion of power drawn by flip-flops and latches landed at 0.546.

Count of unclocked register or latch pins landed at 10. For the worst-skew pair, the clock arrives at the later sink with an insertion delay of around 280 ps. Area enclosed by the die boundary landed at around 0.007 sq mm. Chip width landed at about 83 microns.

Total number of placement rows landed at 29. The most critical min-delay path falls under flop to flop. The max-slew check reports its worst relative slack as 0.406. In the final report, the number of endpoints failing setup comes to 0. Internal power consumption landed at 0.377 mW. Netlist area before placement landed at between 0.0015 and 0.002 sq mm. The cell-mix breakdown from Yosys lists the XOR/XNOR area share as 0.139. Setup repair after global routing left no endpoint under its margin. Number of remaining DRC errors landed at 0. Number of primary I/O pins landed at 30. According to the timing report, the arrival time at the worst endpoint equals approximately 2200 ps.

In this run, the synthesized area fraction spent on AND-OR/OR-AND gates is recorded as 0. Post-synthesis adder-cell area fraction landed at 0.0128. Post-CTS repair changed the size of 0 cells. TritonCTS built the clock tree. Ranking logic cells in the layout by count gives the top entries 38 x dfrtp_1, 23 x xnor2_1, 16 x clkdlybuf4s50_1.

Wires add up to 2960 microns. Global-route congestion overflow total landed at 0. Mean instance size in the synthesized netlist landed at 11.0 sq um. The layout has about 630 filler cells. STA classifies the critical path endpoint as a flop.

Number of violations reported at the end of detailed-routing iteration 0 landed at ~43. Summed over all routing layers, the global router reports a total usage of 0.0942. Largest fanout of any net on the critical path landed at 7. Required time reported for the critical path endpoint landed at between 5000 and 6000 ps. Instance tally after logic synthesis landed at 177. Count of antenna diodes in the layout landed at 0. The first detailed-routing pass ran for 4 iterations. The number of global-route vias before repair is approximately 1,100. Entering global routing, the biggest net connects 40 pins. Final period demand of the worst path landed at around 2000 ps. After clock tree synthesis, the clock-pin slew on the worst setup and hold paths is about 60 ps. Total power per unit cell area landed at approximately 220 mW/mm^2. Per the run report, area growth between synthesis and finish was 11.8%.

The clock H-tree reported by CTS has 2 levels. The share of total power dissipated in combinational logic is 0.014. For this design, the CTS-stage hold fixing added 0 buffers.

After detailed routing, the average wire length per cell comes to ~11 microns. Per the synthesis report, the simple-gate share of the synthesized area is 0.216. Total of warnings raised by yosys landed at 7. Number of unconstrained endpoints landed at 26. Placeable core area landed at 0.00631 sq mm. In the floorplan report the effective utilization is 0.310. Switching power as a fraction of the total was reported as 0.199. CTS placed an instance of clkbuf_8 at the clock tree root. Yosys cell count landed at about 180. The stat command in Yosys gives a chip area of 0.00195 sq mm. Counting flops and latches in the post-synthesis netlist gives around 43. Net switching power of the design landed at 0.0934 mW. The worst setup path is launched from a flop. Per the post-route antenna check, the number of violating nets is 0.

Hold is met by about 480 ps. For reference, the final report shows the hold violation count at 0. Synthesis instantiated 26 different standard cells from the library.
## area by class of cell
type	count	area [sq um]	area share
sequential	43	1040	0.475
tap	77	96.3	0.0441
clock buffer	7	96.3	0.0441
timing repair buffer	19	180	0.0824
multi-input combinational	117	763	0.349
inverter	2	7.51	0.00343
clock inverter	1	5.00	0.00229
## worst paths after layout
path	start	to	slack (ps)	cells after the start
hold / removal	clk_divider.count[31]$_DFF_PN0_	clk_divider.count[31]$_DFF_PN0_	480	1
hold reg to reg	clk_divider.count[31]$_DFF_PN0_	clk_divider.count[31]$_DFF_PN0_	480	1
setup reg to reg	clk_divider.count[0]$_DFF_PN0_	clk_divider.count[26]$_DFF_PN0_	3160	5
min in group asynchronous	rst_a	clk_divider.count[10]$_DFF_PN0_	790	2
max in group asynchronous	rst_a	clk_divider.count[16]$_DFF_PN0_	4060	2
setup / recovery	clk_divider.count[0]$_DFF_PN0_	clk_divider.count[26]$_DFF_PN0_	3160	5
## per-layer routing
metal  track usage  vias to the layer above  part of all wire  routed length, microns
li1              -                      600                 -                       -
met5             0                        -                 0                       0
met2         0.145                       27              0.43                    1280
met3        0.0223                        3             0.046                     135
met1         0.144                      579              0.51                    1520
met4       0.00862                        0            0.0091                      27
## per-stage QoR
step	power (mW)	utilization	area (sq um)	instances	worst slack, ps
after detailed placement	0.269	0.330	2080	258	3250
final	0.470	0.346	2190	266	3160
after floorplan	0.268	-	1990	187	3380
after global routing	0.492	0.346	2190	266	3060
after CTS	0.479	0.346	2190	266	3220
after global placement	0.269	0.330	2080	258	3280
## Yosys cell counts, drive strengths merged
master  count  area [sq um]
and3        6          37.5
and4        3          27.5
buf        24           180
clkbuf      1          3.75
conb        2          7.51
dfrtp      38           951
dfstp       1          26.3
dlxtn       4          60.1
ha          2          25.0
inv         2          7.51
nand2       9          33.8
nand3      12          60.1
nand4      12          75.1
nor2       10          37.5
nor3        5          36.3
nor4        6          37.5
nor4b       3          32.5
or2         2          12.5
or3         2          12.5
or4         2          18.8
xnor2      23           201
xor2        8          70.1
## sequential cells by signal (all words and copies together), names as in the netlist
register,flops
clk_divider.clk_div,1
clk_divider.count,32
u1.current_state,6
u1.led,4
## cell families (layout without fill, tap and decap cells)
kind of cell	Yosys count	in the layout
flip-flops	39	39
buffers and inverters	27	29
adder cells (fa/ha/maj)	2	2
latches	4	4
other	2	12
XOR/XNOR	31	31
AND/OR/NAND/NOR	72	72
## power by group through the flow
| stage | logic [mW] | clock network (mW) | registers (mW) |
|---|---|---|---|
| global route | 0.00859 | 0.227 | 0.256 |
| CTS | 0.00717 | 0.215 | 0.257 |
| finish | 0.00642 | 0.207 | 0.257 |
## worst max-delay path, cell delays in order (launching register included)
cell and delay (ps):
dfrtp_1 410, ha_1 210, nand3_1 170, nor3_1 770
nand4_1 200, xnor2_1 170
Power is estimated from default activity; no workload was simulated.
