==> ./design.v <==
module Counter #(parameter c_max = 500000)(
	input clk, rst_a,
	output reg flag_check
);
reg [18:0] counter_reg_aux;
always @(posedge clk or negedge rst_a)
	begin
		if(!rst_a)
			begin
				counter_reg_aux <= 0;
				flag_check <= 0;
			end
		else
			begin
				if(counter_reg_aux >= c_max)
					begin
						counter_reg_aux <= 0;
						flag_check <=1;
					end
				else
					begin
						counter_reg_aux <= counter_reg_aux + 1;
						flag_check <= 0;
					end
			end
	end
endmodule
module Debouncer#(parameter c_max = 500000)(
input p_b,
clk,
rst_a,
output p_b_debouncer
);
wire flag_check_wire;
Counter Counter_Debouncer(
.clk(clk),
.rst_a(rst_a),
.flag_check(flag_check_wire)
);
FlipFlop FlipFlop_Debouncer(
.clk(flag_check_wire),
.rst_a(rst_a),
.d(p_b),
.q(p_b_debouncer)
);
endmodule
module FlipFlop #(parameter Bits = 1)(
input clk,rst_a,
input [Bits - 1 : 0] d,
output reg [Bits - 1 : 0] q
);
always @(posedge clk or negedge rst_a)
	begin
		if(!rst_a)
			begin
				q <= 0;
			end
		else
			begin
				q <= d;
			end
	end
endmodule
==> ./run.sh <==
#!/bin/bash
# OpenROAD 26Q1-2900-gdf79404cd8, Yosys 0.63+post, stock flow scripts
make -C /OpenROAD-flow-scripts/flow DESIGN_CONFIG=/design/flow/config.mk WORK_HOME=/design/flow/orfs finish
==> ./config.mk <==
export PLATFORM = sky130hd
export DESIGN_NAME = Debouncer
export DESIGN_NICKNAME = Debouncer
export VERILOG_FILES = /design/flow/design.v
export SDC_FILE = /design/flow/constraint.sdc
export NUM_CORES = 4
export LEC_CHECK = 1
export CORE_AREA = 10 10 82 82
export DIE_AREA = 0 0 92 92
==> ./constraint.sdc <==
current_design Debouncer

set clk_period 3.0
set clk_io_pct 0.2

create_clock -name clk0 -period $clk_period [get_ports {clk}]

set non_clock_inputs [all_inputs -no_clocks]
set_input_delay [expr $clk_period * $clk_io_pct] -clock clk0 $non_clock_inputs
set_output_delay [expr $clk_period * $clk_io_pct] -clock clk0 [all_outputs]
==> results.py <==
# Flow results
metrics = {
    "status": {
        "outcome": "completed",
    },
    "finish": {
        "flop_area_um2": 525.5,
        "syn2layout_area_growth_pct": 14.98,
        "fillers": 558,
        "drive_above_1_share_pct": 9.524,
        "logic_area_um2": 473.0,
    },
    "synthesis": {
        "edf_count": 0,
        "ys_types": 24,
        "ys_chip_area_mm2": 0.001036,
        "yosys.area.top_type": "dfrtp_1",
        "area_leaders": "dfrtp_1 (51%), xnor2_1 (12%), nor2_1 (7.6%)",
        "synth_cells": 99,
        "yosys_warnings": 2,
        "ys_cells": 99,
        "ys_ff": 21,
        "yosysTopAreaCellShare_pct": 50.72,
        "yosys-top-cells-count": "dfrtp_1 (21), nor2_1 (21), xnor2_1 (14)",
        "ff_type": "dfrtp_1",
        "ys_async_sr_fraction_pct": 100.0,
        "ys_seq_share_pct": 50.72,
        "synth_area_per_cell_um2": 10.46,
        "syn_area_mm2": 0.001036,
    },
    "routing": {
        "drt-vias-per-instance": 3.880,
        "postRouteAntennaNets": 0,
        "vias": 679,
        "drtIter0Drc": 53,
        "first_pass_iters": 7,
        "drc_errors": 0,
        "wl_mm": 1.682,
        "insertedDiodeCount": 0,
        "routedWlPerCell_um": 9.611,
    },
    "run": {
        "openroad.warnings": 27,
        "maxCapViolCount": 0,
    },
    "worst_hold_path": {
        "min_from": "Counter_Debouncer.counter_reg_aux[0]",
        "min_to": "Counter_Debouncer.counter_reg_aux[0]",
        "hp-class": "flop to flop",
        "min_path_cells": 1,
    },
    "final_timing": {
        "post-route-min-period_ns": 1.618,
        "unclocked_pins": 1,
        "setup-tns-final_ns": 0,
        "relSlewSlack_pct": 49.13,
        "rsz0062_at_grt": "false",
        "timing.final.ws_setup_ns": 1.382,
        "finClkSkew_ns": 0.003525,
        "untimed_endpoints": 2,
        "worst_slew_pin_slew_ns": 0.7622,
        "fmax_mhz": 618.1,
        "finalSetupViolCount": 0,
        "hold_viol_final": 0,
        "slew_viol_final": 0,
        "timing.final.crit_share_pct": 53.93,
    },
    "global_route": {
        "grt_max_degree": 22,
        "antenna_found_initial": 0,
        "grt_pass1_vias": 703,
        "grt_pass1_wl_mm": 3.243,
        "grt_overflow": 0,
        "gr-usage-all-layers_pct": 4.424,
    },
    "clocking": {
        "cts_tree": "done",
        "clk_latency_ns": 0.25,
        "cts_buffers": 3,
        "cts_buffer_depth": 2,
        "ctsResizeCount": 0,
        "cts-root-buf": "clkbuf_8",
        "hold_buffers": 0,
        "cts.clk_slew.worst_paths_ns": 0.07,
        "post_cts_buffers": 0,
        "h-tree-depth": 1,
    },
    "power": {
        "p_switching_uw": 84.10,
        "netSwitchingFraction_pct": 18.86,
        "p_int_uw": 361.9,
        "leakage_uw": 0.0005122,
        "power_frac_clock_pct": 37.6,
        "power.density_mw_per_mm2": 374.4,
        "pwr-share-comb_pct": 1.9,
        "worst_ir_drop_vdd_mv": 0.1072,
        "power_frac_seq_pct": 60.5,
    },
    "setup_path": {
        "critPathMaxFanout": 19,
        "end_kind": "flop",
        "crit_arrival_ns": 1.72,
        "reg2regPathDepth": 4,
        "cpPeakStageDelay_ns": 0.65,
        "worstPathRequired_ns": 3.11,
        "crit_buf_inv": 0,
        "critical_path_class": "flop to flop",
        "r2r_end": "Counter_Debouncer.counter_reg_aux[3]",
        "worst-path-stages": 4,
        "crit_family": "simple AND/OR/NAND/NOR gates",
        "path_cells": "o311ai_1, nand3_1, nor3b_4, nor2_1",
        "rrSetupSlack_ns": 1.38,
        "cp-start-kind": "flop",
        "r2r-start": "Counter_Debouncer.counter_reg_aux[8]",
        "crit_slowest_cell": "nor3b_4",
    },
    "place": {
        "dp_slack_ns": 1.360,
        "port_buffers": 3,
        "hpwl_mm": 1.158,
        "gp_congestion": 0.7838,
    },
    "floorplanning": {
        "placementRows": 26,
        "die_w_um": 92,
        "initial_core_util_pct": 20.41,
        "die_y_um": 92,
        "io_pins": 4,
        "core_mm2": 0.005075,
        "design.die.area_mm2": 0.008464,
    },
}
==> routing by layer <==
metal	vias up	GRT usage (%)	share of wire, %
met5	-	0	0
met4	0	1.028	1.6
met3	4	1.071	3.5
met2	5	6.294	44
met1	321	6.619	51
li1	349	-	-
==> worst reg2reg max path, stage by stage, from the launching register on <==
cell	delay, ns
dfrtp_1	0.45
o311ai_1	0.15
nand3_1	0.10
nor3b_4	0.65
nor2_1	0.12
==> worst max-delay path by stage <==
stage,startpoint,endpoint,slack (ns)
6_report,Counter_Debouncer.counter_reg_aux[8],Counter_Debouncer.counter_reg_aux[3],1.38
5_1_grt,Counter_Debouncer.counter_reg_aux[8],Counter_Debouncer.counter_reg_aux[4],1.22
4_1_cts,Counter_Debouncer.counter_reg_aux[8],Counter_Debouncer.counter_reg_aux[10],1.35
==> kinds of logic after synthesis <==
logic type | Yosys count | share of synthesized area, %
AOI/OAI and AO/OA | 5 | 3.261
xor gates and xnor gates | 15 | 12.68
adders and majority gates | 2 | 2.415
buffers and inverters | 8 | 3.624
DFF | 21 | 50.72
muxes | 1 | 0.9662
and+or+nand+nor | 47 | 26.33
==> power by group through the flow <==
stage,sequential [uW],combinational [uW],clock (uW)
after global routing,269,10.1,186
after CTS,270,9.32,175
final,270,8.63,168
==> stage by stage <==
step	power, uW	instance area (um2)	hold slack (ns)	utilization, %	instances
after floorplan	274.8	1036	0.3044	-	99
after global placement	284.0	1150	0.5215	22.66	172
after detailed placement	284.0	1150	0.5246	22.66	172
after CTS	454.1	1191	0.5345	23.47	175
after global routing	465.1	1191	0.5697	23.47	175
final	446.0	1191	0.5331	23.47	175
==> layout make-up <==
cell class	count	share of cell area [%]
repair buffers	4	3.151
well taps	70	7.353
multi-input cells	70	39.71
clock buffers	3	3.466
flip-flops and latches	21	44.12
inverters	7	2.206
==> flip-flops by register name, indices dropped and copies added (netlist names) <==
name and cells:
FlipFlop_Debouncer.q 1, Counter_Debouncer.flag_check 1, Counter_Debouncer.counter_reg_aux 19
==> cell usage in the layout (no fill, tap or decap), drive strengths merged <==
cell,Yosys,routed
nor2b,1,1
inv,7,7
a31oi,1,1
a21oi,1,1
nor4,4,4
nor2,21,21
xnor2,14,14
nand3,7,7
o21ai,1,1
nor3,5,5
clkdlybuf4s50,0,3
dfrtp,21,21
xor2,1,1
nand4b,1,1
buf,1,1
nand4,4,4
mux2i,1,1
o41ai,1,1
ha,2,2
nand2,3,3
nor3b,1,1
o311ai,1,1
clkbuf,0,3
Power is estimated from default activity; no workload was simulated.
