==> /design/flow/design.v <==
module ClockDivider(
input clk,rst_a,
output reg clk_div
);
localparam constantNumber = 50;
reg [31:0] count;
always @(posedge clk or negedge rst_a)
	begin
		if(!rst_a)
			count <= 32'b0;
		else if(count == constantNumber-1)
			count <= 32'b0;
		else
			count <= count +1;
	end
always @(posedge clk or negedge rst_a)
	begin
		if(!rst_a)
			clk_div <= 1'b0;
		else if(count == constantNumber-1)
			clk_div <= ~clk_div;
		else
			clk_div <= clk_div;
	end
endmodule
module Decoder7_seg_4(
input [13:0] num,
output [6:0] 	disp_1, 
				disp_2, 
				disp_3, 
				disp_4
);
wire [3:0] unidad = num % 10;
wire [3:0] decena = (num / 10) % 10;
wire [3:0] centena = (num / 100) % 10;
wire [3:0] millar = num / 1000;
Decoder7seg Decoder_1(unidad, disp_1);
Decoder7seg Decoder_2(decena, disp_2);
Decoder7seg Decoder_3(centena, disp_3);
Decoder7seg Decoder_4(millar, disp_4);
endmodule
module Decoder7seg(input [3:0] num, output reg [6:0] segments);
always @(num)
begin
	case(num)
		0:
		segments = 7'b1000000;
		1:
		segments = 7'h79;
		2:
		segments = 7'h24;
		3:
		segments = 7'h30;
		4:
		segments = 7'h19;
		5:
		segments = 7'h12;
		6:
		segments = 7'h02;
		7:
		segments = 7'h78;
		8:
		segments = 7'h00;
		9:
		segments = 7'h18;
		default:
		segments = 7'b0111111;
	endcase
end
endmodule
module Counter9999 #(parameter c_max = 9999)(
	input clk, rst_a,
	output reg [13:0] counter
);
always @(posedge clk or negedge rst_a)
	begin
		if(!rst_a)
			begin
				counter <= 0;
			end
		else
			begin
				if(counter >= c_max)
					begin
						counter <= 0;
					end
				else
					begin
						counter <= counter + 1;
					end
			end
	end 
endmodule
module TopCounter9999(
input clk,rst_a,
output [6:0] disp_1, disp_2, disp_3, disp_4
);
wire clk_div_out;
wire [13:0] counter_decoder_wire;
ClockDivider divider(
.clk(clk),
.rst_a(rst_a),
.clk_div(clk_div_out)
);
Counter9999 counter(
.clk(clk_div_out),
.rst_a(rst_a),
.counter(counter_decoder_wire)
);
Decoder7_seg_4 decoder4(
.num(counter_decoder_wire),
.disp_1(disp_1),
.disp_2(disp_2),
.disp_3(disp_3),
.disp_4(disp_4)
);
endmodule
==> /design/flow/run.sh <==
#!/bin/bash
# OpenROAD 26Q1-2900-gdf79404cd8, Yosys 0.63+post, stock flow scripts
make -C /OpenROAD-flow-scripts/flow DESIGN_CONFIG=/design/flow/config.mk WORK_HOME=/design/flow/orfs finish
==> /design/flow/config.mk <==
export PLATFORM = sky130hd
export DESIGN_NAME = TopCounter9999
export DESIGN_NICKNAME = TopCounter9999
export VERILOG_FILES = /design/flow/design.v
export SDC_FILE = /design/flow/constraint.sdc
export NUM_CORES = 4
export LEC_CHECK = 1
export CORE_UTILIZATION = 30
==> /design/flow/constraint.sdc <==
current_design TopCounter9999

set clk_period 4.9
set clk_io_pct 0.2

create_clock -name clk0 -period $clk_period [get_ports {clk}]

set non_clock_inputs [all_inputs -no_clocks]
set_input_delay [expr $clk_period * $clk_io_pct] -clock clk0 $non_clock_inputs
set_output_delay [expr $clk_period * $clk_io_pct] -clock clk0 [all_outputs]
==> flow_summary.yaml <==
# generated from flow reports
status:
  outcome: "completed"
synth:
  post_synth_instance_area_um2: 9640
  synth_async_sr_flop_share_pct: 100
  synth_area_per_cell_um2: 7.03
  synth-cells-yosys: 1370
  synth_warnings: 3
  synthesis.instances: 1370
  post_synth_num_cell_types: 115
  yosys.area.top_type_share_pct: 12.2
  netlist_top_cells_count: "136 x sky130_fd_sc_hd__nor2_1, 128 x sky130_fd_sc_hd__nand2_1, 85 x sky130_fd_sc_hd__xnor2_1, 83 x sky130_fd_sc_hd__o21ai_0, 72 x sky130_fd_sc_hd__nand3_1"
  yosysMostFrequentCell: "sky130_fd_sc_hd__nor2_1"
  synth-edff-count: 0
  yosys.area.top_type: "sky130_fd_sc_hd__dfrtp_1"
  ys_chip_area_um2: 9640
  topCellsByArea: "sky130_fd_sc_hd__dfrtp_1 12%, sky130_fd_sc_hd__xnor2_1 7.7%, sky130_fd_sc_hd__nor2_1 5.3%"
  ys.flops: 47
  synth_sequential_area_ratio_pct: 12.2
  synth-main-ff-cell: "sky130_fd_sc_hd__dfrtp_1"
final_timing:
  hold_viol: 0
  timing.setup.tns_ns: 0
  number_of_unconstrained_endpoints: 42
  final.setup_skew_ns: 0.00260
  endpoints_failing_setup: 0
  finalMaxSlewViolations: 0
  achievable-frequency_mhz: 372
  max_slew.worst_pin.slew_ns: 0.916
  period_needed_ns: 2.69
  unrepaired_setup_endpoints_after_global_routing: "false"
  number_of_register_pins_that_no_clock_reaches: 14
  timing.final.crit_share_pct: 54.8
  slew-limit-headroom_pct: 38.7
die:
  ioPinCount: 30
  fp_util_pct: 30.5
  die_h_um: 181
  core_area_um2: 31600
  cell_row_count: 65
  fp.dieW_um: 181
  die-area_um2: 32800
power:
  vdd.ir_drop.worst_uv: 195
  totalPowerFinal_uw: 577
  p_leak_nw: 4.09
  power_density_nw_per_um2: 56.0
setup_path:
  critPathRequiredTime_ns: 5.05
  regToRegSetupSlack_ns: 2.21
  critPathMaxFanout: 5
  number_of_buffer_and_inverter_stages_on_the_critical_path: 0
  worst_path_largest_cell_delay_ns: 0.41
  setup.worst_path.start_class: "flop"
  critPathTopFamily: "simple AND/OR/NAND/NOR gates"
  timing.reg2reg.worst_path_depth: 11
  worstReg2RegStart: "divider.count[6]"
  worst_path_max_delay_cell: "sky130_fd_sc_hd__dfrtp_1"
  end_kind: "flop"
  arrival_ns: 2.84
  setup.worst_path.class: "reg -> reg"
  worstPathCellList: "and3_1 > and3_1 > nand3_1 > nor2_1 > and4_1 > and4_1 > and3_1 > nand3_1 > nor2_1 > nand3_1 > xnor2_1"
  worst_r2r_endpoint: "divider.count[31]"
global_route:
  largest_net_degree_at_the_start_of_global_routing: 48
  first_global_vias: 9059
  grt_pass1_wl_mm: 44.6
  track_usage_pct: 16.0
  number_of_antenna_violations_at_the_first_check_in_global_routing: 0
  total_congestion_overflow: 0
cts:
  cts_made_buffers: 5
  clk_pin_slew_ns: 0.05
  cts_post_setup_buffers_inserted: 0
  clk_root_buffer_cell: "sky130_fd_sc_hd__clkbuf_16"
  ctsHtreeMaxLevel: 2
  clockBufferDepth: 2
  worstSkewPairLatency_ns: 0.27
  cts_resized: 0
  holdBufCountCts: 0
  cts_tree: "yes"
flow_run:
  cap_viol_max_count: 0
  openroad.warnings: 46
worst_hold_path:
  worstHoldPathType: "reg -> reg"
  min_delay_path_depth: 1
  worstHoldEndpoint: "divider.count[31]"
  timing.hold.worst.start: "divider.count[31]"
drt:
  drt_wl_total_mm: 25.9
  dr_drc_count: 0
  routed_length_per_instance_um: 14.9
  detail-route-antenna-nets: 0
  detailroute.via_count: 10100
  n_antenna_cell: 0
  drt-pass1-iter-count: 7
  viasPerCell: 5.79
  drt_first_iter_violations: 753
place:
  dp.cells: 1733
  place_hpwl_mm: 19.7
  io_buffer_count: 29
  globalplace.congestion: 0.906
finish:
  post_route_cells_drive_above_1_share_pct: 8.00
  final.fill_count: 3343
  finish.cell_count_without_fillers: 1740
  syn2layout_area_growth_pct: 6.92
layer usage:
metal  global-route usage (%)  vias up  wire length, um
li1                         -     5085                -
met1                     25.0     4733            13500
met2                     24.7      235            11100
met3                     1.46       14             1170
met4                     1.25        0              124
met5                        0        -                0
placed cells by master, fill, tap and decap left out, types with 9 or more instances in the layout:
master	Yosys	routed
sky130_fd_sc_hd__nor3_1	52	52
sky130_fd_sc_hd__ha_1	37	37
sky130_fd_sc_hd__o21a_1	11	11
sky130_fd_sc_hd__xor2_1	14	14
sky130_fd_sc_hd__nand3_1	72	72
sky130_fd_sc_hd__a31oi_1	25	25
sky130_fd_sc_hd__or2_2	15	15
sky130_fd_sc_hd__nand2b_1	12	12
sky130_fd_sc_hd__nand4_1	19	19
sky130_fd_sc_hd__a21oi_1	70	70
sky130_fd_sc_hd__and3_1	20	20
sky130_fd_sc_hd__nor3b_1	10	10
sky130_fd_sc_hd__a211oi_1	17	17
sky130_fd_sc_hd__a211o_1	13	13
sky130_fd_sc_hd__and2_1	18	18
sky130_fd_sc_hd__inv_1	44	44
sky130_fd_sc_hd__dfrtp_1	47	47
sky130_fd_sc_hd__mux2i_1	20	20
sky130_fd_sc_hd__or3_1	11	11
sky130_fd_sc_hd__o31ai_1	9	9
sky130_fd_sc_hd__o211ai_1	26	26
sky130_fd_sc_hd__o21ai_1	13	13
sky130_fd_sc_hd__nand2_1	128	128
sky130_fd_sc_hd__o22ai_1	18	18
sky130_fd_sc_hd__nor4_1	16	16
sky130_fd_sc_hd__a221oi_1	13	13
sky130_fd_sc_hd__a21boi_0	11	11
sky130_fd_sc_hd__buf_4	5	14
sky130_fd_sc_hd__o21ai_0	83	83
sky130_fd_sc_hd__nor2_1	136	136
sky130_fd_sc_hd__a31o_2	11	11
sky130_fd_sc_hd__nor2b_1	12	12
sky130_fd_sc_hd__xnor2_1	85	85
sky130_fd_sc_hd__maj3_1	12	12
sky130_fd_sc_hd__clkdlybuf4s50_1	0	28
per-stage QoR:
stage | hold WS, ns | util, % | area [um2] | setup WS, ns
global route | 0.505 | 32.7 | 10300 | 1.96
finish | 0.471 | 32.7 | 10300 | 2.21
global placement | 0.470 | 32.2 | 10200 | 2.27
detailed placement | 0.468 | 32.2 | 10200 | 2.25
CTS | 0.479 | 32.7 | 10300 | 2.23
floorplan | 0.447 | - | 9640 | 2.55
report_power, final:
group          total [mW]  switching, mW  internal (mW)
clock network       0.296         0.0975          0.199
logic             0.00818        0.00737       0.000805
registers           0.273              0          0.273
total               0.577          0.105          0.472
kinds of logic (layout without fill, tap and decap cells):
group / count (synthesis) / after routing / share of synthesized area, %
flops: 47 / 47 / 12.2
mux: 34 / 34 / 4.05
buf+inv: 132 / 100 / 5.88
fa+ha+maj: 49 / 49 / 6.05
xor+xnor: 101 / 101 / 9.34
compound gates: 446 / 446 / 33.3
simple gates: 561 / 561 / 29.2
worst reg2reg max path: stages (launching register included):
cell and delay, ns:
sky130_fd_sc_hd__dfrtp_1 0.41, sky130_fd_sc_hd__and3_1 0.22, sky130_fd_sc_hd__and3_1 0.22, sky130_fd_sc_hd__nand3_1 0.11, sky130_fd_sc_hd__nor2_1 0.21, sky130_fd_sc_hd__and4_1 0.29, sky130_fd_sc_hd__and4_1 0.24, sky130_fd_sc_hd__and3_1 0.20
sky130_fd_sc_hd__nand3_1 0.16, sky130_fd_sc_hd__nor2_1 0.25, sky130_fd_sc_hd__nand3_1 0.13, sky130_fd_sc_hd__xnor2_1 0.14
sequential cells by signal (all words and copies together) (netlist names):
register         flops
counter.counter     14
divider.clk_div      1
divider.count       32
worst max-delay path by stage:
stage	start	endpoint	slack [ns]	cells after the start
4_1_cts	divider.count[6]	divider.count[31]	2.23	11
5_1_grt	divider.count[6]	divider.count[31]	1.96	11
6_report	divider.count[6]	divider.count[31]	2.21	11
cell type report:
class / instances / area, um2 / area share (%)
inverters: 50 / 191 / 1.86
well taps: 402 / 503 / 4.88
flip-flops and latches: 47 / 1180 / 11.4
repair buffers: 43 / 390 / 3.79
clock buffers: 7 / 143 / 1.38
multi-input cells: 1191 / 7900 / 76.7
No activity file was given, so power comes from the tool's default toggle rates.
